==> /design/flow/design.v <==
`timescale 1ns / 1ps
module Mux4in16b(
   input [15:0] in1,
    input [15:0] in2,
	 input [15:0] in3,
    input [15:0] in4,
    input [1:0] control,
    input clock,
    output [15:0] out
    );
always @ (posedge clock)
begin
	case(control)
		0:out = in1;
		1:out = in2;
		2:out = in3;
		3:out = in4;
	endcase
end
endmodule
==> /design/flow/run.sh <==
#!/bin/bash
# OpenROAD 26Q1-2900-gdf79404cd8, Yosys 0.63+post, stock flow scripts
make -C /OpenROAD-flow-scripts/flow DESIGN_CONFIG=/design/flow/config.mk WORK_HOME=/design/flow/orfs finish
==> /design/flow/config.mk <==
export PLATFORM = sky130hd
export DESIGN_NAME = Mux4in16b
export DESIGN_NICKNAME = Mux4in16b
export VERILOG_FILES = /design/flow/design.v
export SDC_FILE = /design/flow/constraint.sdc
export NUM_CORES = 4
export LEC_CHECK = 1
export CORE_AREA = 10 10 93 93
export DIE_AREA = 0 0 103 103
==> /design/flow/constraint.sdc <==
current_design Mux4in16b

set clk_period 1.2
set clk_io_pct 0.2

create_clock -name clk0 -period $clk_period [get_ports {clock}]

set non_clock_inputs [all_inputs -no_clocks]
set_input_delay [expr $clk_period * $clk_io_pct] -clock clk0 $non_clock_inputs
set_output_delay [expr $clk_period * $clk_io_pct] -clock clk0 [all_outputs]
==> Changelog: implementation <==
### Implementation results

* Synthesized registers at 16
* Arrival @ worst endpoint at 1.27 ns
* Overflow left after global routing at 0
* Final slew viol count at 0
* Fin crit period at 1.150 ns
* Die y size at 103 um
* Synth Cell Area at 744.5 um^2
* Unrepaired setup endpoints after global routing: no
* Largest net degree at the start of global routing at 17
* Fin cells at 201
* Startpoint of the most critical hold path: control[0]
* First-pass GRT wire length at 4.657 mm
* Highest net fanout along the worst path at 8
* Flip-flop count of the largest register, all copies and words added at 16
* Overall track demand over capacity in global routing at 6.162%
* Distinct lib cells at 6
* Final setup violation count at 0
* Post-CTS Hold Fix Bufs at 0
* CP required at 1.32 ns
* Count of tool warnings at 25
* DR pass1 iterations at 2
* CTS root buf: sky130_fd_sc_hd__clkbuf_8
* Initial cell density of the core at 11.02%
* Synthesized area per cell at 20.68 um^2
* Biggest area consumer among synthesized cells: sky130_fd_sc_hd__dfxtp_1
* Kind of end point of the critical path: flop
* Average routed wire per standard cell at 17.20 um
* Areal power density over the cells at 862.1 nW/um^2
* Total power at 0.001496 W
* Number of top-level pins at 83
* CTS Buf Count at 3
* Final GP Congestion at 0.7044
* Proportion of synthesized chip area in sequential cells at 43.03%
* Total area of multi-input combinational cells at 382.9 um^2
* Hold crit path type: primary input to flop
* Hold violation total from the final report at 0
* Die W at 103 um
* H-tree depth at 1
* Post-CTS clock slew at the launch and capture registers of the worst setup and hold paths at 0.06 ns
* Reg area at 322.8 um^2
* Hold Path End: out[1]
* Static leakage at 0.6720 nW
* Vias per std cell at 3.463
* Chip area estimate from yosys synthesis at 744.5 um^2
* CP Launch Point: control[0]
* Port-buffer cells at 82
* Worst Setup Start Kind: primary input
* Max-area cell share at 43.03%
* Kind of cell with the highest combined delay on the critical path: buffers and inverters
* Cell type of the slowest stage on the worst timing path: sky130_fd_sc_hd__mux4_2
* Status: finished clean
* TritonCTS clock tree: yes
* DRC violation count after routing at 0
* Cell Rows at 30
* Filler Cells Inserted at 700
* Chip area at 10610 um^2
* Clock Sink Count at 16
* Slew at the pin closest to its max-slew limit at 0.1293 ns
* Count of nets left with antenna violations after detail routing at 0
* Cell area leaders: sky130_fd_sc_hd__dfxtp_1 43%, sky130_fd_sc_hd__mux4_2 30%, sky130_fd_sc_hd__mux4_1 21%
* Final critical-path share of the clock period at 95.84%
* Area growth from synthesis to final layout at 133.1%
* Number of global-route vias before repair at 856
* Headroom to the max-slew limit at 91.38%
* Cells on Worst Hold Path at 3
* Placeable core region at 6756 um^2
* Setup Crit Path Kind: primary input to flop
* # placed instances at 196
* Highest clock frequency the design can meet at 869.5 MHz
* Antenna Diode Count at 0
* Wire length after detailed routing at 3.457 mm
* Number of buffers between clock root and the deepest sink at 2
* Ratio of cells with drive above 1 in the final layout at 16.53%
* Count of routing violations after the opening detailed-route iteration at 1
* Max Cap Violations at 0
* HPWL Detailed at 3.068 mm
* Yosys Instances at 36
* Initial antenna violation count at 0
* Post-synthesis instance total at 36
* Synthesis warning total at 5
* Vias after detailed routing at 696
* Highest cell delay on the worst timing path at 0.49 ns
* Ordered list of cells on the worst path: clkdlybuf4s15_2 -> bufbuf_16 -> mux4_2
* Maximum resistive drop on vdd at 478.4 uV
* Crit path buffers/inverters at 2
-- cells by family (layout without fill, tap and decap cells) --
logic type  count (synthesis)  after routing  synth area share (%)
buf+inv                     4             89                 5.546
flops                      16             16                 43.03
mux                        16             16                 51.43
-- cell type report --
cell class	instances	share of cell area [%]
Timing Repair Buffer	85	50.40
Tap cell	80	5.768
Sequential cell	16	18.60
Multi-Input combinational cell	16	22.06
Clock buffer	4	3.172
-- metrics by stage --
step	setup TNS, ns	setup slack, ns	util, %	instance area [um^2]	hold slack [ns]
2_1_floorplan	0	0.09566	-	744.5	0.4559
3_3_place_gp	-6.252	-0.4134	24.63	1664	0.9150
3_5_place_dp	-6.316	-0.4299	24.63	1664	0.9171
4_1_cts	0	0.04583	25.69	1735	0.6191
5_1_grt	0	0.02714	25.69	1735	0.6209
6_report	0	0.04996	25.69	1735	0.6166
-- metal layers --
| layer | global-route usage [%] | part of all wire [%] | up-vias |
|---|---|---|---|
| li1 | - | - | 328 |
| met1 | 6.124 | 35 | 312 |
| met2 | 11.12 | 50 | 56 |
| met3 | 4.062 | 15 | 0 |
| met4 | 0 | 0 | 0 |
| met5 | 0 | 0 | - |
-- synth_stat cells, drive strengths merged --
cell    n
dfxtp  16
buf     4
mux4   16
-- how the worst max path moves through the flow --
stage | to | slack, ns | cells after the start
CTS | out[7] | 0.05 | 3
global route | out[9] | 0.03 | 3
finish | out[7] | 0.05 | 3
-- power by group --
part / switching [W] / internal, W
logic: 0.0000830 / 0.000342
clock network: 0.000178 / 0.000291
registers: 0.0000127 / 0.000590
total: 0.000274 / 0.00122
-- cells in the final DEF, fill, tap and decap left out --
cell / n
sky130_fd_sc_hd__mux4_2: 10
sky130_fd_sc_hd__buf_12: 2
sky130_fd_sc_hd__dfxtp_1: 14
sky130_fd_sc_hd__clkdlybuf4s15_2: 1
sky130_fd_sc_hd__clkbuf_8: 4
sky130_fd_sc_hd__mux4_1: 6
sky130_fd_sc_hd__dlygate4sd2_1: 16
sky130_fd_sc_hd__dfxtp_2: 2
sky130_fd_sc_hd__clkdlybuf4s50_1: 65
sky130_fd_sc_hd__bufbuf_16: 1
-- what timing repair did --
item	in CTS	in global routing
gates resized	21	0
endpoints found under the setup margin	32	0
buffers inserted	0	0
No activity file was given, so power comes from the tool's default toggle rates.
