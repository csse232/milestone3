===== ./config.mk =====
export PLATFORM = sky130hd
export DESIGN_NAME = RegisterFile
export DESIGN_NICKNAME = RegisterFile
export VERILOG_FILES = /design/flow/design.v
export SDC_FILE = /design/flow/constraint.sdc
export NUM_CORES = 4
export LEC_CHECK = 1
export CORE_UTILIZATION = 30

===== ./constraint.sdc =====
current_design RegisterFile

set clk_period 2.6
set clk_io_pct 0.2

create_clock -name clk0 -period $clk_period [get_ports {clock}]

set non_clock_inputs [all_inputs -no_clocks]
set_input_delay [expr $clk_period * $clk_io_pct] -clock clk0 $non_clock_inputs
set_output_delay [expr $clk_period * $clk_io_pct] -clock clk0 [all_outputs]

===== ./design.v =====
`timescale 1ns / 1ps
module RegisterFile(
    input [2:0] writeReg,
    input [2:0] readReg1,
    input [2:0] readReg2,
    input [15:0] writeFile,
    input clock,
    input regWrite,
    output [15:0] readData1,
    output [15:0] readData2
    );
reg [15:0] register [0:5 ];
always @ (posedge clock)
begin
  readData1 = register[readReg1];
  readData2 = register[readReg2];
  if (regWrite) begin
    register[writeReg] = writeFile;
  end
end
endmodule

===== ./run.sh =====
#!/bin/bash
# OpenROAD 26Q1-2900-gdf79404cd8, Yosys 0.63+post, stock flow scripts
make -C /OpenROAD-flow-scripts/flow DESIGN_CONFIG=/design/flow/config.mk WORK_HOME=/design/flow/orfs finish

==> impl_metrics.prom <==
# HELP chip_impl_metric Implementation results
# TYPE chip_impl_metric gauge
chip_impl_metric{name="grt_pass1_vias",unit=""} 2887
chip_impl_info{name="crit_chain",value="clkdlybuf4s50_1"} 1
chip_impl_metric{name="wl",unit="um"} 9690
chip_impl_metric{name="syn-cell-area",unit="mm^2"} 0.00514
chip_impl_metric{name="clkTransAtPathRegs",unit="ns"} 0.05
chip_impl_metric{name="synthArstFlopShare",unit="%"} 0
chip_impl_metric{name="clock_tree.buffer_depth",unit=""} 2
chip_impl_metric{name="yosys.stat.chipArea",unit="mm^2"} 0.00514
chip_impl_metric{name="layout.area.comb",unit="mm^2"} 0.00152
chip_impl_metric{name="vias",unit=""} 2533
chip_impl_info{name="setup.worst_path.start_class",value="flip-flop"} 1
chip_impl_metric{name="synth-seq-area-share",unit="%"} 68.5
chip_impl_metric{name="initial_antenna_violation_count",unit=""} 1
chip_impl_metric{name="area_growth",unit="%"} 27.4
chip_impl_metric{name="hold_viol",unit=""} 0
chip_impl_metric{name="cp_num_buf_inv",unit=""} 1
chip_impl_metric{name="timing.final.setup_violations",unit=""} 0
chip_impl_metric{name="cts_resized",unit=""} 0
chip_impl_metric{name="gp_congestion",unit=""} 0.781
chip_impl_metric{name="track_usage",unit="%"} 12.2
chip_impl_metric{name="min_period",unit="ns"} 1.76
chip_impl_info{name="status",value="finished, final reports clean"} 1
chip_impl_metric{name="design.die.area",unit="mm^2"} 0.0177
chip_impl_metric{name="first_pass_iters",unit=""} 4
chip_impl_metric{name="setup_total_negative_slack",unit="ns"} 0
chip_impl_info{name="clock-root-buffer",value="clkbuf_16"} 1
chip_impl_metric{name="numClockSinks",unit=""} 128
chip_impl_metric{name="power.density_cell_area",unit="mW/mm^2"} 745
chip_impl_metric{name="first_pass_grt_wire_length",unit="um"} 15000
chip_impl_metric{name="required",unit="ns"} 2.08
chip_impl_metric{name="max_cap_viol_count",unit=""} 0
chip_impl_metric{name="finish.cell_count_without_fillers",unit=""} 556
chip_impl_metric{name="post_synth_tally_of_flip_flops_with_integrated_enable",unit=""} 96
chip_impl_metric{name="dr_drc_count",unit=""} 0
chip_impl_metric{name="yosys.area.top_type_share",unit="%"} 56.1
chip_impl_metric{name="port_buffers",unit=""} 58
chip_impl_info{name="worst_path_dominant_cell_family",value="buffers and inverters"} 1
chip_impl_info{name="slowest_stage",value="clkdlybuf4s50_1"} 1
chip_impl_metric{name="yosysWarnings",unit=""} 3
chip_impl_metric{name="slew-limit-headroom",unit="%"} 73.1
chip_impl_info{name="rsz_0062_raised_after_global_routing",value="no"} 1
chip_impl_metric{name="aggregate_global_routing_overflow",unit=""} 0
chip_impl_metric{name="synth_cell_type_count",unit=""} 16
chip_impl_metric{name="post_layout_inst_area",unit="mm^2"} 0.00655
chip_impl_info{name="yosys_most_used_dff",value="edfxtp_1"} 1
chip_impl_metric{name="clock_tree.htree_level_count",unit=""} 4
chip_impl_metric{name="clk-insertion-delay-late",unit="ns"} 0.40
chip_impl_metric{name="cts-buffers-inserted",unit=""} 17
chip_impl_info{name="path_class",value="flip-flop to primary output"} 1
chip_impl_metric{name="sequential_cell_area",unit="mm^2"} 0.00352
chip_impl_metric{name="dp_hpwl",unit="um"} 5810
chip_impl_info{name="topCellsByArea",value="edfxtp_1 56%, mux4_2 14%, dfxtp_1 12%, mux2_2 7.4%, mux2_1 6.1%"} 1
chip_impl_info{name="timing.critical_path.to_type",value="primary output"} 1
chip_impl_metric{name="crit_arrival",unit="ns"} 1.24
chip_impl_metric{name="antenna-diode-count",unit=""} 0
chip_impl_metric{name="fp.dieW",unit="um"} 133
chip_impl_metric{name="grt_max_degree",unit=""} 33
chip_impl_metric{name="timing_max_transition_violations_final",unit=""} 0
chip_impl_info{name="worstHoldPathType",value="flip-flop to flip-flop"} 1
chip_impl_metric{name="vias_per_cell",unit=""} 4.56
chip_impl_metric{name="layout.filler_cells",unit=""} 1433
chip_impl_metric{name="maxClockFrequency",unit="MHz"} 568
chip_impl_metric{name="power",unit="W"} 0.00488
chip_impl_metric{name="drt-initial-drc-count",unit=""} 71
chip_impl_info{name="tritoncts",value="done"} 1
chip_impl_metric{name="floorplan.rows",unit=""} 47
chip_impl_metric{name="synth.yosys.num_cells",unit=""} 250
chip_impl_metric{name="synth_area_per_cell",unit="um^2"} 20.6
chip_impl_metric{name="floorplan.core_area",unit="mm^2"} 0.0166
chip_impl_metric{name="layout-drive-gt1-share",unit="%"} 33.9
chip_impl_metric{name="max_slew.worst_pin.slew",unit="ns"} 0.403
chip_impl_metric{name="boundaryPins",unit=""} 59
chip_impl_metric{name="chipHeight",unit="um"} 133
chip_impl_metric{name="power_leakage",unit="nW"} 2.19
chip_impl_metric{name="placedInstanceArea",unit="mm^2"} 0.00600
chip_impl_metric{name="skew",unit="ns"} 0.00515
chip_impl_metric{name="initial_utilization",unit="%"} 30.9
chip_impl_metric{name="cts_hold_repair_buffers",unit=""} 0
chip_impl_metric{name="ant_nets",unit=""} 0
chip_impl_metric{name="postSynthRegisterBits",unit=""} 128
chip_impl_metric{name="timing.critical_path.fanout_max",unit=""} 1
chip_impl_metric{name="critPathMaxStageDelay",unit="ns"} 0.49
chip_impl_metric{name="numPlacedInstances",unit=""} 524
chip_impl_metric{name="timing.final.crit_share",unit="%"} 67.7
chip_impl_metric{name="peakVddDrop",unit="mV"} 0.430
chip_impl_metric{name="postCtsSetupBuffers",unit=""} 0
chip_impl_info{name="synth.largest_area_cell",value="edfxtp_1"} 1
chip_impl_info{name="post_synth_most_frequent_cells",value="96 x edfxtp_1, 34 x mux2_2, 32 x dfxtp_1, 32 x mux4_2, 28 x mux2_1"} 1
chip_impl_metric{name="synth_cells",unit=""} 250
chip_impl_metric{name="warnings",unit=""} 25
chip_impl_info{name="synth_dominant_cell_count",value="edfxtp_1"} 1
chip_impl_metric{name="routedWlPerCell",unit="um"} 17.4
layout make-up:
| class | count | area share (%) |
|---|---|---|
| Sequential cell | 128 | 53.8 |
| Multi-Input combinational cell | 106 | 23.1 |
| Timing Repair Buffer | 70 | 10.5 |
| Clock buffer | 18 | 6.55 |
| Tap cell | 220 | 4.20 |
| Clock inverter | 14 | 1.87 |
kinds of logic (layout without fill, tap and decap cells):
logic type | count (synthesis) | count (layout) | synth area share (%)
mux | 96 | 96 | 28.2
flops | 128 | 128 | 68.5
buf+inv | 16 | 102 | 2.38
simple gates | 10 | 10 | 0.924
stage by stage:
| step | hold WS, ns | utilization [%] | setup WS (ns) |
|---|---|---|---|
| 2_1_floorplan | 0.553 | - | 0.375 |
| 3_3_place_gp | 0.565 | 36.1 | 0.527 |
| 3_5_place_dp | 0.566 | 36.1 | 0.519 |
| 4_1_cts | 0.581 | 39.4 | 0.822 |
| 5_1_grt | 0.597 | 39.4 | 0.761 |
| 6_report | 0.576 | 39.4 | 0.840 |
sequential cells by signal, indices dropped and copies added (netlist names):
signal     cells
register      96
readData1     16
readData2     16
cell usage in the layout (no fill, tap or decap), types with 2 or more instances in the layout:
cell type,count
nor3_2,2
edfxtp_1,96
buf_2,2
nand2b_1,3
mux2_4,2
bufinv_16,2
mux4_2,32
dfxtp_1,32
clkinv_1,5
buf_12,2
mux2_1,28
buf_4,10
nor2_2,4
clkinv_2,4
clkbuf_16,17
mux2_2,34
clkdlybuf4s50_1,56
clkinvlp_4,2
path summary, 6_finish.rpt:
check                  from           end  slack (ns)  depth (start not counted)
max            readData2[1]  readData2[1]        0.84                          1
min          register[5][2]  readData2[2]        0.58                          1
min reg2reg  register[5][2]  readData2[2]        0.58                          1
max reg2reg  register[0][4]  readData2[4]        1.30                          2
power breakdown:
group          switching (W)  total, W  internal [W]
Combinational       0.000130  0.000370      0.000241
Sequential         0.0000372   0.00234       0.00230
Clock               0.000793   0.00218       0.00138
Total               0.000960   0.00488       0.00392
layer usage:
| metal | part of all wire, % | vias up | global-route usage, % |
|---|---|---|---|
| li1 | - | 1157 | - |
| met1 | 36 | 1235 | 13.2 |
| met2 | 51 | 118 | 20.7 |
| met3 | 11 | 21 | 7.38 |
| met4 | 2.2 | 2 | 2.55 |
| met5 | 0.13 | - | 0 |
Power is estimated from default activity; no workload was simulated.
