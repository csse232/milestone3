**design/flow/config.mk**
```make
export PLATFORM = sky130hd
export DESIGN_NAME = Memory
export DESIGN_NICKNAME = Memory
export VERILOG_FILES = /design/flow/design.v
export SDC_FILE = /design/flow/constraint.sdc
export NUM_CORES = 4
export LEC_CHECK = 1
export CORE_UTILIZATION = 30
```
**design/flow/constraint.sdc**
```tcl
current_design Memory

set clk_period 24.2
set clk_io_pct 0.2

create_clock -name clk0 -period $clk_period [get_ports {clock}]

set non_clock_inputs [all_inputs -no_clocks]
set_input_delay [expr $clk_period * $clk_io_pct] -clock clk0 $non_clock_inputs
set_output_delay [expr $clk_period * $clk_io_pct] -clock clk0 [all_outputs]
```
**design/flow/design.v**
```verilog
`timescale 1ns / 1ps
module Memory(
    input clock,
    input MemWrite,
    input MemRead,
    input [15:0] WriteData,
    output [15:0] MemOut,
    input [15:0] MemIn
    );
reg [15:0] memory [0:255];  
always @ (posedge clock)
begin
	if (MemRead) begin
		MemOut = memory[MemIn];
	end
	if (MemWrite) begin
		memory[MemIn] = WriteData;
	end
end
endmodule
```
**design/flow/run.sh**
```bash
#!/bin/bash
# OpenROAD 26Q1-2900-gdf79404cd8, Yosys 0.63+post, stock flow scripts
make -C /OpenROAD-flow-scripts/flow DESIGN_CONFIG=/design/flow/config.mk WORK_HOME=/design/flow/orfs finish
```
==> results.ini <==
[status]
outcome=finished clean

[routing]
drt-initial-drc-count=4811
ant_nets=0
wl_per_cell_um=27.0
first_pass_iters=24
via_per_inst=5.00
wirelength_mm=391
num_vias=72400
drc_errors=0

[clocking]
clock_latency_ps=980
post_cts_buffers=0
h-tree-depth=5
clk_pin_slew_ps=60
post_cts_resized=0
tritoncts=yes
numCtsBuffers=403
cts_root_buffer=clkbuf_16
clk_path_buf_depth=4
cts_sinks=4112
cts_hold_buffers=0

[worst_setup_path]
crit_top_cell=buf_4
worstPathArrival_ps=10800
r2r_cells=5
end_kind=flop
slowest_stage=o41ai_1
crit_fanout=69
path_cells=buf_16 > buf_4 > buf_4 > buf_4 > buf_4 > buf_12 > mux4_2 > a22oi_1 > a21oi_1 > o41ai_1 > nand4_1
crit_required_ps=24830
worstSetupPathType=input port to flop
max_stage_delay_ps=910
start_kind=input port

[power]
internal_power_mw=11.5
power.switching_mw=3.03
power.share.clock=0.416
p_per_area_mw_per_mm2=81.1
p_seq_frac=0.540
switching_share=0.208
ir_drop_uv=60.8
total_power_mw=14.6
p_comb_frac=0.044
power.leakage_nw=54.2

[yosys]
syn_avg_cell_area_um2=23.1
syn_area_mm2=0.156
yosysCellCount=6727
area_leaders=edfxtp_1 79%, mux4_2 15%, a22oi_1 2.5%, a21oi_1 0.82%, clkbuf_1 0.60%
syn_inst=6727
numSynthFlops=4112
top_area_frac=0.794
synth-warning-count=2
synth_chip_area_mm2=0.156
top_area_cell=edfxtp_1
yosys.stat.seqShare=0.794
ys_types=21

[finish]
lay_top_cells=4,112 x edfxtp_1, 1,024 x mux4_2, 512 x a22oi_1, 464 x buf_4, 407 x clkbuf_16
final_common_cell=edfxtp_1
seqCellArea_mm2=0.123
logic_area_mm2=0.0307
layout-drive-gt1-share=0.288
fill_cells=46500
syn2layout_area_growth_pct=15.6

[floorplanning]
core_area_mm2=0.517
die_w_um=722
ios=51
die_area_mm2=0.521
die_y_um=722
floorplan.core_util=0.301
row_count=264

[grt]
antenna_found_initial=17
grt_use_total=0.161
met3_usage=0.149
grt_max_degree=112
grt_pass1_vias=81821
use_met2=0.244
use_met1=0.159
grt_overflow=0
grt_pass1_wl_mm=564
busiest_layer=met2

[sta]
hold_viol=0
fin_crit_sh=0.420
drv_slew=0
rsz0062_at_grt=no
finalSetupTns_ps=0
worst_pin_slew_ps=1110
max-slew-margin-rel=0.251
fin_crit_ps=10170
timing.fmax_ghz=0.0983
timing.final.ws_setup_ps=14030
clock_skew_ps=47.5
finalSetupViolations=0

[min_path]
hold_class=flop to flop
min_path_cells=5

[run]
drv_cap=0
tool_warnings=40

[placement]
pre_cts_ws_ps=12890
post-dp-hpwl_mm=225
place_congestion=0.845
portBuffers=42

## cell families (layout without fill, tap and decap cells)
group / count (synthesis) / after routing / synth area share
DFF: 4112 / 4112 / 0.794
muxes: 1024 / 1024 / 0.148
and+or+nand+nor: 338 / 338 / 0.00906
other: 0 / 7 / 0
buffers and inverters: 421 / 1248 / 0.0124
AOI/OAI and AO/OA: 832 / 832 / 0.0365
## worst max-delay path, delay by kind of cell
family | cells | cell delay, ps
buffers and inverters | 6 | 3170
AOI/OAI and AO/OA | 3 | 1530
and+or+nand+nor | 1 | 210
muxes | 1 | 590
## layer usage
layer	routed length (µm)	up-vias	share of wire
li1	-	30074	-
met3	76900	601	0.20
met5	874	-	0.0022
met1	117000	36836	0.30
met2	186000	4862	0.47
met4	10700	27	0.027
## metrics by stage
| step | instance area (µm²) | std cells | hold slack, ps | util |
|---|---|---|---|---|
| 2_1_floorplan | 156000 | 6727 | 896 | - |
| 3_3_place_gp | 167000 | 13738 | 1030 | 0.323 |
| 3_5_place_dp | 167000 | 13738 | 1030 | 0.323 |
| 4_1_cts | 180000 | 14470 | 1010 | 0.348 |
| 5_1_grt | 180000 | 14474 | 1070 | 0.348 |
| 6_report | 180000 | 14477 | 1010 | 0.348 |
## cell type report
type / count / area share
clock buffers: 490 / 0.0584
inverters: 1 / 0.0000209
repair buffers: 515 / 0.0233
flip-flops and latches: 4112 / 0.687
well taps: 6916 / 0.0481
clock inverters: 242 / 0.0127
diodes: 7 / 0.0000974
multi-input cells: 2194 / 0.171
## synthesized netlist by cell type
library cell     n
nand2b_1         6
inv_1            1
nor2b_1          7
nand3_1         13
buf_2           76
or3_1            1
o41ai_1         64
nand2_1         28
a22oi_1        512
edfxtp_1      4112
mux4_2        1024
nand4_1         16
or2_2            2
nor2_1         232
a21oi_1        256
buf_6           25
nor3_1          30
buf_4           16
buf_1           54
clkbuf_1       249
and2_1           3
## flip-flops by register name, indices dropped and copies added, names as in the netlist
| register | count |
|---|---|
| memory | 4096 |
| MemOut | 16 |
## final timing paths
path,from,endpoint,slack [ps]
max reg2reg,memory[123][4],MemOut[4],21140
min,memory[82][13],MemOut[13],1010
max,MemIn[0],MemOut[3],14030
min reg2reg,memory[82][13],MemOut[13],1010
## power groups by stage
stage / logic (mW) / clock network [mW] / registers (mW)
5_1_grt: 0.698 / 6.44 / 7.87
6_report: 0.645 / 6.07 / 7.87
4_1_cts: 0.655 / 6.17 / 7.87
Power and IR drop assume default switching activity.
